<file path="/design/flow/run.sh">
#!/bin/bash
# OpenROAD 26Q1-2900-gdf79404cd8, Yosys 0.63+post, stock flow scripts
make -C /OpenROAD-flow-scripts/flow DESIGN_CONFIG=/design/flow/config.mk WORK_HOME=/design/flow/orfs finish
</file>
<file path="/design/flow/design.v">
module maquina_moore ( input clock, input RESET, output [0:6] HEX, input UP, input DOWN);
reg [ 3 : 0 ] Z;  
reg [ 3 : 0] estado_atual, proximo_estado;  
wire OUT;
parameter A = 0, B = 1, C = 2, D = 3, E = 4, F = 5, G = 6, H = 7, I = 8, display_apagado = 9; 
always @ ( UP or DOWN or estado_atual) 
    begin
    case (estado_atual)  
    A: if (UP==0 & DOWN==0) proximo_estado =  A;  
        else if (UP==1 & DOWN==0) proximo_estado = B;  
        else if (UP==0 & DOWN==1) proximo_estado = I;  
        else if (UP==1 & DOWN==1) proximo_estado = display_apagado;
    B: if (UP==0 && DOWN==0 ) proximo_estado = B;
        else if (UP==1 & DOWN==0) proximo_estado = C; 
        else if (UP==0 & DOWN==1) proximo_estado = A;
        else if (UP==1 & DOWN==1) proximo_estado = display_apagado;
    C: if (UP==0 & DOWN==0 ) proximo_estado = C;
        else if (UP==1 & DOWN==0) proximo_estado = D; 
        else if (UP==0 & DOWN==1) proximo_estado = B;
        else if (UP==1 & DOWN==1) proximo_estado = display_apagado;
    D: if (UP==0 & DOWN==0 ) proximo_estado = D;
        else if (UP==1 & DOWN==0) proximo_estado = E; 
        else if (UP==0 & DOWN==1) proximo_estado = C;
        else if (UP==1 & DOWN==1) proximo_estado = display_apagado;   
    E: if (UP==0 & DOWN==0 ) proximo_estado = E;
        else if (UP==1 & DOWN==0) proximo_estado = F; 
        else if (UP==0 & DOWN==1) proximo_estado = D;
        else if (UP==1 & DOWN==1) proximo_estado = display_apagado;
    F: if (UP==0 & DOWN==0 ) proximo_estado = F;
        else if (UP==1 & DOWN==0) proximo_estado = G; 
        else if (UP==0 & DOWN==1) proximo_estado = E;
        else if (UP==1 & DOWN==1) proximo_estado = display_apagado;
    G: if (UP==0 & DOWN==0 ) proximo_estado = G;
        else if (UP==1 & DOWN==0) proximo_estado = H; 
        else if (UP==0 & DOWN==1) proximo_estado = F;
        else if (UP==1 & DOWN==1) proximo_estado = display_apagado;
    H: if (UP==0 & DOWN==0 ) proximo_estado = H;
        else if (UP==1 & DOWN==0) proximo_estado = I; 
        else if (UP==0 & DOWN==1) proximo_estado = G;
        else if (UP==1 & DOWN==1) proximo_estado = display_apagado;
    I: if (UP==0 & DOWN==0 ) proximo_estado = I;
        else if (UP==1 & DOWN==0) proximo_estado = A; 
        else if (UP==0 & DOWN==1) proximo_estado = H;
        else if (UP==1 & DOWN==1) proximo_estado = display_apagado;
    display_apagado: if (UP==0 & DOWN==0 ) proximo_estado = display_apagado;   
        else if (UP==1 & DOWN==0) proximo_estado = A; 
        else if (UP==0 & DOWN==1) proximo_estado = A;
        else if (UP==1 & DOWN==1) proximo_estado = display_apagado;
endcase
end
    always @ ( posedge OUT or posedge RESET)
    begin
    if (RESET == 1) estado_atual <= A;
    else estado_atual <= proximo_estado;
    end
always @ ( estado_atual )
 begin
   case (estado_atual)  
            A : Z = 4'b0101 ;  
            B : Z = 4'b0000 ;  
            C : Z = 4'b1000 ;  
            D : Z = 4'b0100 ;  
            E : Z = 4'b0001 ;  
			F : Z = 4'b0011 ;  
		    G : Z = 4'b1000 ;  
            H : Z = 4'b1001;  
		    I : Z = 4'b0010 ;  
			default: Z = 4'b1111 ;  
	endcase
 end
     divisor print (.CLK (clock),.SAIDA(OUT));
     decodificadorbcd7segmentos imprimir (.BOX1(Z),.HEX4(HEX));
endmodule
module divisor (CLK, SAIDA);
input CLK;
output reg SAIDA;
reg [25:0] OUT;
always @ (posedge CLK)
   if (OUT == 26'd50000000 )
            begin
              OUT <= 26'd0;
              SAIDA <= 1;
         end
    else
        begin
        OUT<= OUT+1;
        SAIDA <= 0;
    end
endmodule
 module decodificadorbcd7segmentos (BOX1, HEX4);
    input [3:0]BOX1;
    output [6:0]HEX4;
    reg [6:0] saida;
    always @ (*)
        begin
            case ({BOX1[3], BOX1[2], BOX1[1], BOX1[0]})
			4'b0000 : saida = 7'b0000001 ; 
			4'b0001 : saida = 7'b1001111 ;
		   4'b0010 : saida = 7'b0010010 ;
			4'b0011 : saida = 7'b0000110 ;
			4'b0100 : saida = 7'b1001100 ;
		   4'b0101 : saida = 7'b0100100 ;
			4'b0110 : saida = 7'b0100000 ;
			4'b0111 : saida = 7'b0001111 ;
			4'b1000 : saida = 7'b0000000 ;
			4'b1001 : saida = 7'b0000100 ;
			default : saida = 7'b1111111 ;  
            endcase
        end
    assign HEX4 = saida;
    endmodule
</file>
<file path="/design/flow/config.mk">
export PLATFORM = sky130hd
export DESIGN_NAME = maquina_moore
export DESIGN_NICKNAME = maquina_moore
export VERILOG_FILES = /design/flow/design.v
export SDC_FILE = /design/flow/constraint.sdc
export NUM_CORES = 4
export LEC_CHECK = 1
export CORE_AREA = 10 10 102 102
export DIE_AREA = 0 0 112 112
</file>
<file path="/design/flow/constraint.sdc">
current_design maquina_moore

set clk_period 3.3
set clk_io_pct 0.2

create_clock -name clk0 -period $clk_period [get_ports {clock}]

set non_clock_inputs [all_inputs -no_clocks]
set_input_delay [expr $clk_period * $clk_io_pct] -clock clk0 $non_clock_inputs
set_output_delay [expr $clk_period * $clk_io_pct] -clock clk0 [all_outputs]
</file>
==> impl_table.tex <==
% Table of physical implementation metrics
\begin{tabular}{lr}
\hline
Metric & Value \\
\hline
\multicolumn{2}{l}{\textbf{Logic synthesis}} \\
\quad Number of distinct library cells after synthesis & a little over 50 \\
\quad Gate count of the mapped netlist & approximately 250 \\
\quad Total standard cell area after synthesis & around 2100 um\^{}2 \\
\quad Synth Warn \# & 3 \\
\quad Number of synthesized register bits & 35 \\
\quad Cell count in the Yosys report & between 200 and 250 \\
\quad Area share, top type & between 20\% and 30\% \\
\quad Biggest area consumer among synthesized cells & sky130\_fd\_sc\_hd\_\_dfxtp\_1 \\
\quad Main area contributors after synthesis & sky130\_fd\_sc\_hd\_\_dfxtp\_1, sky130\_fd\_sc\_hd\_\_ha\_1, sky130\_fd\_sc\_hd\_\_dfrtp\_1, sky130\_fd\_sc\_hd\_\_a21oi\_1, sky130\_fd\_sc\_hd\_\_nand3\_1 \\
\quad Commonest cells in the netlist & sky130\_fd\_sc\_hd\_\_dfxtp\_1, sky130\_fd\_sc\_hd\_\_a21oi\_1, sky130\_fd\_sc\_hd\_\_ha\_1, sky130\_fd\_sc\_hd\_\_nand3\_1 \\
\quad Most popular library cell in the synthesized design by count & sky130\_fd\_sc\_hd\_\_dfxtp\_1 \\
\quad Prevailing post-synth register cell & sky130\_fd\_sc\_hd\_\_dfxtp\_1 \\
\quad Post-synthesis async set-or-reset flop share & a little under an eighth \\
\quad Flip-flops with a built-in enable & 0 \\
\quad Yosys stat chip area & 2070 um\^{}2 \\
\quad Mean instance size in the synthesized netlist & 8.45 um\^{}2 \\
\multicolumn{2}{l}{\textbf{Routing}} \\
\quad Pre-antenna DRT Iters & 4 \\
\quad Iteration-0 DRC count of the detailed router & about 100 \\
\quad Average wire per cell in the routed design & $\sim$11 um \\
\quad Diodes inserted & 0 \\
\quad Post-detailed-route count of antenna-violating nets & 0 \\
\quad Number of vias after detailed routing & roughly 1.8k \\
\quad Drt drc & 0 \\
\quad Wire length after detailed routing & between 4000 and 5000 um \\
\quad Vias per Instance & $\sim$4.9 \\
\multicolumn{2}{l}{\textbf{Critical path}} \\
\quad Cells along the critical path & inv\_1, ha\_1, nor4b\_1, nand4\_1, nor2\_1, nor2\_1 \\
\quad Worst Reg-to-Reg Cells & 6 \\
\quad Maximum fanout along the worst path & 13 \\
\quad Critical Path Source Type & register \\
\quad Type of the worst setup path & reg -> reg \\
\quad Worst-path cell with the longest stage delay & sky130\_fd\_sc\_hd\_\_nor2\_1 \\
\quad Arrival time reported for the critical path endpoint & between 2 and 2.5 ns \\
\quad Flop-to-flop setup slack & roughly 1.3 ns \\
\quad Delay of the slowest cell on the worst path & 0.78 ns \\
\quad Crit path required time & 3.43 ns \\
\quad Critical R2R Capture & print.OUT[12]\$\_SDFF\_PP0\_ \\
\quad Critical Path Sink Type & register \\
\quad Cell repeated most along the worst path & sky130\_fd\_sc\_hd\_\_nor2\_1 \\
\quad Launch point of the worst reg-to-reg path & print.OUT[0]\$\_SDFF\_PP0\_ \\
\multicolumn{2}{l}{\textbf{Power}} \\
\quad Power per standard cell area & $\sim$230 nW/um\^{}2 \\
\quad Worst voltage drop across the vdd grid & about 0.00024 V \\
\quad Overall power consumption & 532 uW \\
\quad Static leakage power & $\sim$0.0009 uW \\
\multicolumn{2}{l}{\textbf{Flow run}} \\
\quad OpenROAD warnings & 38 \\
\quad MaxCap Viol Count & 0 \\
\multicolumn{2}{l}{\textbf{Clock network}} \\
\quad Largest buffer count on any clock path & 2 \\
\quad Number of hold buffers added after cts & 0 \\
\quad TritonCTS clock tree & built \\
\quad Clock Latency Late Sink & between 0.2 and 0.3 ns \\
\quad Post-CTS resize count & 0 \\
\quad Cell at the root of the clock tree & sky130\_fd\_sc\_hd\_\_clkbuf\_8 \\
\quad Register clock-pin slew on the reported worst setup and hold paths & about 0.09 ns \\
\quad Number of H-tree levels & 1 \\
\quad Inserted Clock Buffers & 3 \\
\quad Buffer count from post-CTS setup fixing & 0 \\
\multicolumn{2}{l}{\textbf{Timing}} \\
\quad Unrepaired setup endpoints after global routing & no \\
\quad Largest clock skew in the final design & $\sim$0.0013 ns \\
\quad Number of register pins that no clock reaches & 8 \\
\quad Number of setup violations in the final report & 0 \\
\quad Worst Max-Slew Pin Slew & between 0.9 and 1 ns \\
\quad Setup\_tns & 0 ns \\
\quad Part of the cycle the worst path needs & roughly 62\% \\
\quad Minimum clock period & 2.05 ns \\
\quad Count of endpoints without a timing constraint & 15 \\
\quad Number of slew-limit violations in the final report & 0 \\
\quad Final Hold Violating Endpoints & 0 \\
\quad Highest clock frequency the design can meet & $\sim$490 MHz \\
\quad Slew Limit Headroom & between 30\% and 40\% \\
\multicolumn{2}{l}{\textbf{Placement}} \\
\quad Tally of buffers added on design ports & 10 \\
\quad Sum of net half-perimeters after detailed placement & 2940 um \\
\quad Instance area at placement & around 2300 um\^{}2 \\
\quad Final RePlAce weighted congestion & $\sim$0.84 \\
\quad Placed insts & $\sim$350 \\
\multicolumn{2}{l}{\textbf{Final layout}} \\
\quad Cell area after layout & 2310 um\^{}2 \\
\quad Area Growth Syn to Fin & 11.4\% \\
\quad Number of inserted filler cells in the final layout & 858 \\
\quad Final cell count without fillers & between 300 and 400 \\
\quad Final Core Density & between 20\% and 30\% \\
\quad Fraction of layout instances using a drive strength above 1 & 4.40\% \\
\multicolumn{2}{l}{\textbf{GRT}} \\
\quad Overflow after GRT & 0 \\
\quad Pin count of the biggest net entering global routing & 21 \\
\quad Via count of the first global-routing pass & approximately 1.5k \\
\quad Antenna violations before repair & 0 \\
\quad Total Routing Usage GR & under 10\% \\
\quad Wire length of the first global-routing pass & around 6900 um \\
\multicolumn{2}{l}{\textbf{Hold path}} \\
\quad Hold Path Class & reg -> reg \\
\quad Worst hold start & print.OUT[19]\$\_SDFF\_PP0\_ \\
\quad Worst Hold Path EP & print.OUT[19]\$\_SDFF\_PP0\_ \\
\quad Worst hold path cell count & 1 \\
\multicolumn{2}{l}{\textbf{Floorplanning}} \\
\quad Core Rows & 33 \\
\quad Chip area & 12,500 um\^{}2 \\
\quad IO Count & 11 \\
\quad Die y size & 112 um \\
\quad Horizontal die size & around 110 um \\
\quad Area of the core & roughly 8000 um\^{}2 \\
\quad Effective utilization at floorplan & between 20\% and 30\% \\
\multicolumn{2}{l}{\textbf{Outcome}} \\
\quad Outcome & finished clean \\
\hline
\end{tabular}
[through the flow]
stage          setup slack (ns)  hold slack [ns]
4_1_cts                    1.27            0.494
5_1_grt                    1.03            0.504
2_1_floorplan              1.61            0.433
3_3_place_gp               1.37            0.455
6_report                   1.25            0.488
3_5_place_dp               1.31            0.473
[power breakdown]
| group | switching (uW) | internal (uW) |
|---|---|---|
| registers | 0.166 | 327 |
| clock network | 99.3 | 86.4 |
| logic | 10.5 | 8.82 |
[cell usage in the layout, fill, tap and decap left out, types with 2 or more instances in the layout]
| cell type | instances |
|---|---|
| sky130_fd_sc_hd__or4_1 | 4 |
| sky130_fd_sc_hd__nor2_1 | 16 |
| sky130_fd_sc_hd__dfrtp_1 | 4 |
| sky130_fd_sc_hd__o21bai_1 | 2 |
| sky130_fd_sc_hd__o21ai_0 | 13 |
| sky130_fd_sc_hd__o31ai_1 | 4 |
| sky130_fd_sc_hd__and4_1 | 3 |
| sky130_fd_sc_hd__xnor2_1 | 8 |
| sky130_fd_sc_hd__clkbuf_8 | 3 |
| sky130_fd_sc_hd__or3_1 | 3 |
| sky130_fd_sc_hd__nor2b_1 | 3 |
| sky130_fd_sc_hd__nor3b_1 | 2 |
| sky130_fd_sc_hd__mux2i_1 | 2 |
| sky130_fd_sc_hd__and3_1 | 4 |
| sky130_fd_sc_hd__a21oi_1 | 18 |
| sky130_fd_sc_hd__nor3_1 | 3 |
| sky130_fd_sc_hd__and2_1 | 2 |
| sky130_fd_sc_hd__a31oi_1 | 2 |
| sky130_fd_sc_hd__clkdlybuf4s50_1 | 10 |
| sky130_fd_sc_hd__o22ai_1 | 3 |
| sky130_fd_sc_hd__nand4b_1 | 2 |
| sky130_fd_sc_hd__dfxtp_1 | 27 |
| sky130_fd_sc_hd__nor4_1 | 3 |
| sky130_fd_sc_hd__o21a_1 | 6 |
| sky130_fd_sc_hd__dlxtn_1 | 4 |
| sky130_fd_sc_hd__nand4_1 | 4 |
| sky130_fd_sc_hd__xor2_1 | 6 |
| sky130_fd_sc_hd__inv_1 | 16 |
| sky130_fd_sc_hd__nor4b_1 | 2 |
| sky130_fd_sc_hd__nand2_1 | 13 |
| sky130_fd_sc_hd__nand4_2 | 2 |
| sky130_fd_sc_hd__ha_1 | 17 |
| sky130_fd_sc_hd__nand2b_1 | 4 |
| sky130_fd_sc_hd__nand3_1 | 17 |
| sky130_fd_sc_hd__mux2_2 | 2 |
| sky130_fd_sc_hd__a31o_2 | 2 |
[how the worst max path moves through the flow]
| stage | cells after the start | to | startpoint |
|---|---|---|---|
| CTS | 6 | print.OUT[12]$_SDFF_PP0_ | print.OUT[0]$_SDFF_PP0_ |
| global route | 6 | print.OUT[12]$_SDFF_PP0_ | print.OUT[0]$_SDFF_PP0_ |
| finish | 6 | print.OUT[12]$_SDFF_PP0_ | print.OUT[0]$_SDFF_PP0_ |
[metal layers]
| layer | routed length [um] | vias to the layer above | GRT usage (%) |
|---|---|---|---|
| met1 | 2100 | 812 | 8.61 |
| met4 | 51 | 0 | 1.10 |
| met3 | 204 | 6 | 1.41 |
| met2 | 1700 | 39 | 9.21 |
| met5 | 0 | - | 0 |
| li1 | - | 898 | - |
[layout make-up]
cell class	count	area, um^2	share of cell area, %
Clock buffer	4	45.0	1.95
Inverter	16	60.1	2.60
Multi-Input combinational cell	185	1270	55.0
Sequential cell	35	701	30.4
Tap cell	105	131	5.70
Timing Repair Buffer	10	100	4.34
[registers in the layout (all words and copies together) (netlist names)]
register,flops
estado_atual,4
print.OUT,26
print.SAIDA,1
proximo_estado,4
[critical path: cells and delay by family, from the launching register on]
family        cells  cell delay (ns)
fa+ha+maj         1             0.13
buf+inv           1             0.08
flops             1             0.37
simple gates      4             1.32
[kinds of logic (layout without fill, tap and decap cells)]
group / Yosys count / after routing / share of synthesized area [%]
xor gates and xnor gates: 14 / 14 / 5.93
adders and majority gates: 17 / 17 / 10.3
DFF: 31 / 31 / 31.0
latches: 4 / 4 / 2.90
muxes: 4 / 4 / 2.06
and+or+nand+nor: 91 / 91 / 25.3
AOI/OAI and AO/OA: 59 / 59 / 17.8
buffers and inverters: 25 / 30 / 4.84
Power is estimated from default activity; no workload was simulated.

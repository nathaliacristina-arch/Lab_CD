--- design.v ---
module cont(SW,HEX4, V_BT);
	input [0:17]SW;
	output[0:6]HEX4;
	reg [3:0]sff;
	input [0:3] V_BT;
	decoder TX(.sffd(sff), .SW(SW),.HEX4(HEX4));
	always @ ( posedge V_BT[3])
	begin
		if(SW[17])
		    sff<= 4'b0000;
		else
            if(sff ==7)
                sff<=0;
            else
                sff <=sff + 1'b1;
	end
	endmodule 
module decoder (sffd,SW,HEX4);
    input [3:0]sffd;
    input [0:17]SW;
    output [0:6]HEX4;
    reg [6:0] segmentos;
    always @(*)
    begin
    case ({sffd[2],sffd[1],sffd[0]})
        3'b000: segmentos=7'b0000001;
        3'b001: segmentos=7'b1001111;
        3'b010: segmentos=7'b0010010;
        3'b011: segmentos=7'b0000110;
        3'b100: segmentos=7'b1001100;
        3'b101: segmentos=7'b0100100;
        3'b110: segmentos=7'b0100000;
        3'b111: segmentos=7'b0001111;
        default: segmentos = 7'b1111111;
    endcase
    end
    assign {HEX4[0],HEX4[1],HEX4[2],HEX4[3],HEX4[4],HEX4[5],HEX4[6]} = segmentos;
endmodule
--- run.sh ---
#!/bin/bash
# OpenROAD 26Q1-2900-gdf79404cd8, Yosys 0.63+post, stock flow scripts
make -C /OpenROAD-flow-scripts/flow DESIGN_CONFIG=/design/flow/config.mk WORK_HOME=/design/flow/orfs finish
--- config.mk ---
export PLATFORM = sky130hd
export DESIGN_NAME = cont
export DESIGN_NICKNAME = cont
export VERILOG_FILES = /design/flow/design.v
export SDC_FILE = /design/flow/constraint.sdc
export NUM_CORES = 4
export LEC_CHECK = 1
export CORE_AREA = 10 10 70 70
export DIE_AREA = 0 0 80 80
--- constraint.sdc ---
current_design cont

set clk_period 2.0
set clk_io_pct 0.2

create_clock -name clk0 -period $clk_period [get_ports {V_BT}]

set non_clock_inputs [all_inputs -no_clocks]
set_input_delay [expr $clk_period * $clk_io_pct] -clock clk0 $non_clock_inputs
set_output_delay [expr $clk_period * $clk_io_pct] -clock clk0 [all_outputs]
==> reports/results.txt <==
Tool warning count - 75
CP Max Fanout - 8
CORE AREA - 0.00342 mm²
Slew HR - 83.8%
Synth Register Bits - 11
Port Buffers - 8
Worst Max-Slew Pin Slew - 241 ps
Root Buffer - clkbuf_4
Total CTS buffers - 3
Chip Area, Yosys - 536 µm²
GPL Wtd Cong - 0.766
Async SR Flop Fraction - 0%
Longest Clk Path Bufs - 2
Routed Antenna Nets - 0
Area leader share - 41.1%
Number of enable flip-flop cells - 0
Fillers - 389
Non-Filler Instances - 112
CP Class - reg -> reg
Pin count of the biggest net entering global routing - 12
Tot GR Track Use - 3.05%
Syn avg cell area - 10.3 µm²
Die Y - 80 µm
Final worst slack - 229 ps
Die width - 80 µm
CTS resizes - 0
DRC Markers - 0
Minimum clock period - 1770 ps
Clock transition at path regs - 50 ps
Drt pass-1 iters - 3
Synthesized cell area - 536 µm²
Library cells used by synthesis - 21
Routed wire length per instance - 8.03 µm
Cell Pwr Density - 664 mW/mm²
Hold Vio Cnt, Final - 0
DIE AREA - 0.00640 mm²
Routed vias - 383
Yosys cell count - 52
Max Slew Vio Count - 0
Layout cells sized above 1 - 15.2%
Final wirelength - 899 µm
Primary FF master, synth - dfxtp_1
Leakage - 0.292 nW
Post-CTS Setup Bufs - 0
Crit path capture type - flip-flop
Final setup fails - 0
Vias per std cell - 3.42
H-tree depth - 1
Seq share, synth - 41.1%
Area leader, netlist - dfxtp_1
Core Util at FP - 15.7%
Final Total Pwr - 0.000472 W
Clock Skew - 0.770 ps
Yosys top cell by instances - dfxtp_1
Top cells by area - dfxtp_1 (41%), ha_1 (14%), mux2i_1 (7.5%)
# clock sinks - 11
Hold Path Class - reg -> reg
Worst VDD drop - 199 µV
Global-route wire length before repair - 1630 µm
Crit share post-route - 88.6%
Ports - 29
CP arrival - 1950 ps
Hpwl dp - 722 µm
Site row count - 21
Vias in the first global route - 367
Commonest cells in the netlist - dfxtp_1 (11), ha_1 (6), inv_1 (5)
Worst Path Required - 2180 ps
Ant. Diodes - 0
Status - completed
Synth-to-Final Area Change - 32.7%
Yosys warning tally - 2
Setup TNS - 0 ps
Startpoint Class - flip-flop
Gate Count Post-Synth - 52
DR iter-0 viols - 27
Post-Place Setup Slack - 39.3 ps
Grt ovf - 0
Hold buffers post-CTS - 0
Fmax - 0.565 GHz
Clock latency (worst-skew pair) - 230 ps
CTS tree - yes
Placed cells - 108
Initial antenna violation count - 0
RSZ-0062 raised after global routing - no
Max Cap Violations - 0
==> state kept, by name (all words and copies together) (netlist names) <==
signal / cells
HEX4: 7
sff: 4
==> final cells by class <==
class                           count  area (µm²)  area share [%]
Inverter                            5        18.8            2.64
Clock buffer                        4        26.3            3.70
Timing Repair Buffer               12         110            15.5
Sequential cell                    11         220            31.0
Multi-Input combinational cell     34         278            39.1
Tap cell                           46        57.6            8.10
==> per-stage QoR <==
step	cell area, µm²	util [%]	hold slack [ps]
floorplan	536	-	472
global placement	684	20.0	554
detailed placement	684	20.0	566
CTS	711	20.8	576
global route	711	20.8	598
finish	711	20.8	575
==> report_power, final <==
part           switching (W)  internal [W]  total [W]  leakage [nW]
Clock              0.0000442     0.0000756   0.000120        0.0150
Combinational      0.0000416     0.0000619   0.000103         0.186
Sequential        0.00000844      0.000240   0.000249        0.0910
==> cells in the final DEF (no fill, tap or decap) <==
cell type	Yosys	routed
o211ai_1	3	3
clkdlybuf4s50_1	0	8
nand2_1	2	2
o221ai_1	1	1
nor2_1	4	4
mux2i_1	4	4
xnor2_2	1	1
dfxtp_1	11	11
and4_1	1	1
nand3_1	3	3
buf_4	1	4
and2_1	1	1
clkbuf_1	0	1
or3_1	1	1
a21oi_1	1	1
inv_1	5	5
clkbuf_4	0	3
o211a_1	1	1
mux2_4	1	1
nor2_4	1	1
ha_1	6	6
nor3_1	2	2
o21ai_0	1	1
==> per-layer routing <==
metal / vias up / global-route usage [%] / wire length (µm)
met5: - / 0 / 0
met1: 170 / 3.66 / 411
met2: 5 / 4.09 / 365
met4: 0 / 1.23 / 18
met3: 2 / 2.16 / 103
li1: 206 / - / -
==> final timing paths <==
path | start | endpoint | slack [ps] | cells past startpoint
worst min register to register | sff[1]$_SDFF_PP0_ | sff[3]$_SDFF_PP0_ | 580 | 3
worst max register to register | sff[0]$_SDFF_PP0_ | HEX4[4]$_DFF_P_ | 230 | 7
worst max-delay path | sff[0]$_SDFF_PP0_ | HEX4[4]$_DFF_P_ | 230 | 7
worst min-delay path | sff[1]$_SDFF_PP0_ | sff[3]$_SDFF_PP0_ | 580 | 3
==> critical path, stage by stage (launching register included) <==
cell and delay (ps):
dfxtp_1 370, ha_1 230, nand2_1 80, nor2_1 60, or3_1 380, ha_1 230, o221ai_1 180, o211a_1 170
==> cell families after synthesis <==
logic type | after synthesis | share of synthesized area, %
flip-flops | 11 | 41.1
AND-OR/OR-AND | 7 | 9.58
buffers and inverters | 7 | 7.01
XOR/XNOR | 1 | 3.04
AND/OR/NAND/NOR | 15 | 15.0
adder cells (fa/ha/maj) | 6 | 14.0
multiplexers | 5 | 10.3
Power and IR drop assume default switching activity.

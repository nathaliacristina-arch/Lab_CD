==> flow/design.v <==
module alu (SW,HEX0);
    input [17:0]SW;
    output [6:0]HEX0;
    reg [3:0] s;
	Decoder TX(.I(s),.HEX0(HEX0));
    always @(SW[2:0], SW[17:10])
    begin
        case(SW[2:0])
            3'b000: s = (SW[13:10] & SW[17:14]);
            3'b001: s = (SW[13:10] | SW[17:14]);
            3'b010: s = (SW[13:10] + SW[17:14]);
            3'b011: s = (SW[17:14] - SW[13:10]);
            3'b100: s = (SW[17:14] * 2);
            3'b101: s = (SW[17:14] / 2);
            default: s = 3'b111;
         endcase   
    end
endmodule
module Decoder(I, HEX0);
    input [3:0]I;
    output [6:0]HEX0;
    reg [6:0] segmentos;
    always @(*)
    begin
    case ({I[3],I[2],I[1],I[0]})
        4'b0000: segmentos=7'b0000001;
        4'b0001: segmentos=7'b1001111;
        4'b0010: segmentos=7'b0010010;
        4'b0011: segmentos=7'b0000110;
        4'b0100: segmentos=7'b1001100;
        4'b0101: segmentos=7'b0100100;
        4'b0110: segmentos=7'b0100000;
        4'b0111: segmentos=7'b0001111;
        4'b1000: segmentos=7'b0000000;
        4'b1001: segmentos=7'b0000100;
        default: segmentos = 7'b1111111;
    endcase
    end
    assign {HEX0[0],HEX0[1],HEX0[2],HEX0[3],HEX0[4],HEX0[5],HEX0[6]} = segmentos;
endmodule
==> flow/run.sh <==
#!/bin/bash
# OpenROAD 26Q1-2900-gdf79404cd8, Yosys 0.63+post, stock flow scripts
make -C /OpenROAD-flow-scripts/flow DESIGN_CONFIG=/design/flow/config.mk WORK_HOME=/design/flow/orfs finish
==> flow/config.mk <==
export PLATFORM = sky130hd
export DESIGN_NAME = alu
export DESIGN_NICKNAME = alu
export VERILOG_FILES = /design/flow/design.v
export SDC_FILE = /design/flow/constraint.sdc
export NUM_CORES = 4
export LEC_CHECK = 1
export CORE_AREA = 10 10 72 72
export DIE_AREA = 0 0 82 82
==> flow/constraint.sdc <==
current_design alu

set clk_period 6.3
set clk_io_pct 0.2

create_clock -name clk0 -period $clk_period

set non_clock_inputs [all_inputs -no_clocks]
set_input_delay [expr $clk_period * $clk_io_pct] -clock clk0 $non_clock_inputs
set_output_delay [expr $clk_period * $clk_io_pct] -clock clk0 [all_outputs]
==> results.txt <==
Here are the numbers from the latest Yosys + OpenROAD run.

The placement-stage worst setup slack is around 470 ps. The remaining global-route overflow is 0. The tally of filler cells in the layout came out at about 410.

The detail-routed net length per standard cell is 10.2 um. Per STA, the worst path accumulates the most delay in the family buffers and inverters. STA classifies the critical path endpoint as an output pin. The critical path runs through a total of 12 cells. The number of vias in the routed layout came out at around 600. For this block, the initial DRC count from the detailed router was 8. From bottom edge to top edge, the die measures 82 um. For this run, the register share of the synthesized area comes to 0. Per STA, the library cell used most along the worst path is clkdlybuf4s50_1. The number of placed instances, taps included is 144. The setup total negative slack is 0 ps.

The highest net fanout along the worst path came out at 11. The netlist area before placement came out at approximately 650 um2. Ranking logic cells in the layout by count gives the top entries clkdlybuf4s50_1 (18), ha_1 (12), mux2i_1 (11). The buffer and inverter count on the worst path is 4. The number of antenna violations at the first check in global routing came out at 0. Final hold analysis gives a worst-case slack of 3990 ps. Per the GRT log, the top usage layer is met2.

The highest supply drop recorded on VDD is 0.0236 mV. The max-capacitance violation count came out at 0. In the floorplan report the effective utilization is 0.175.

Counting only logic cells after layout, the most numerous master is clkdlybuf4s50_1. The critical-path cell with the highest stage delay is clkdlybuf4s50_1. The total count of hold-check failures in the final report came out at 0. The run finished with clean final reports. The core box area came out at 3690 um2.

The number of I/O pins came out at 25. Total power normalized to cell area comes to 101 nW/um2. The class of the most critical hold timing path is primary input to output pin. The wire length recorded after detailed routing is between 1000 and 1500 um.

The post-route fraction of the period consumed by the critical path is 0.922. The initialized floorplan defines 22 standard-cell rows. The final cell count without fillers is roughly 140. The placer congestion estimate came out at 0.843. The full die area is 6720 um2. The number of OpenROAD warnings is about 46.

The highest attainable clock frequency is 0.172 GHz. The minimum clock period is 5810 ps. The post-route worst setup slack came out at 493 ps. The area figure in the yosys stat output came out at ~650 um2. Setup repair after global routing left no endpoint under its margin. Averaged over all synthesized cells, the footprint is 8.07 um2. The max-slew headroom at the worst pin came out at 0.713.

The post-route utilization of the core is recorded as 0.237. The max-slew violation total from the final report is 0. According to the report, the first pass of detailed routing completed in 4 iterations.

The global routing report lists met1 layer usage as 0.0602. The data required time reported for the critical path is 5040 ps. The flip-flop and latch count came out at 0. After clock tree synthesis, the repair step resized 0 gates. From the final report, the count of setup violators was given as 0. The count of input and output buffers is 18. The path with the worst hold slack has its endpoint at HEX0[6].

The fraction of final layout cells sized beyond drive strength 1 is 0.0729. The total global routing track utilization is 0.0432. The nature of the critical path startpoint is a primary input.

The total area of sequential cells came out at 0 um2. The total number of yosys warnings came out at 2. The biggest cell delay along the critical path came out at 730 ps. The first-pass GRT wire length is 2480 um. The count of distinct cell types in the synthesized netlist is 32. The leakage power is 0.404 nW. The slew at the pin closest to its max-slew limit is 429 ps.

Routing resource usage on met2 recorded by global route was 0.0729. The number of global-route vias before repair was about 570. The worst endpoint data arrival time came out at approximately 4600 ps.

The synth_stat.txt file lists the number of cells as roughly 80. The startpoint identified for the worst hold timing path is SW[13]. Post-CTS timing repair inserted 0 buffers for setup. Per STA, the worst path is made up of clkdlybuf4s50_1, nand3b_1, o21ai_0, inv_1, ha_1, nor2b_1, o21a_1, o2111ai_1, nor3b_1, buf_4, mux2i_1, clkdlybuf4s50_1.

The maximum number of pins on one net before global-route repair came out at 12. In the routed netlist, the antenna diode instances number 0. In the post-synthesis netlist, the biggest area contributors are ha_1 (23%), mux2i_1 (17%), inv_1 (5.2%).

The count of clock buffers in the final design came out at 0. The area growth from synthesis to layout is 35.7%. The portion of synthesized cell area occupied by the leading cell type came out at 0.233. After technology mapping, the gate count stands at 80. The HPWL after detailed placement is 1280 um.

The number of remaining DRC errors is 0. The depth of the worst hold-timing path came out at 7. The worst setup path is of the primary input to output pin kind.

The die width came out at 82 um. The biggest area contributor in the post-synthesis netlist is ha_1. The number of vias per cell after detailed routing is 4.13. On met3, the global router reports a usage of 0.00661. Buffers inserted to repair hold after CTS numbered 0.

The residual antenna-violating net count after detailed routing is 0.
==> power breakdown <==
part           internal (W)  leakage, nW  switching, W
Sequential                0            0             0
Combinational     0.0000524        0.404     0.0000365
Clock                     0            0             0
Total             0.0000524        0.404     0.0000365
==> worst max path at each step <==
| stage | start | endpoint |
|---|---|---|
| final | SW[0] | HEX0[4] |
| after CTS | SW[0] | HEX0[4] |
| after global routing | SW[0] | HEX0[4] |
==> per-stage QoR <==
step                      total power, W  instance area, um2
after detailed placement       0.0000908                 876
after CTS                      0.0000912                 876
after global routing            0.000101                 876
after floorplan                0.0000516                 646
after global placement         0.0000897                 876
final                          0.0000889                 876
==> tightest hold or removal path, delay by kind of cell <==
kind                   cells  cell delay (ps)
buffers and inverters      3             1090
muxes                      1              120
and+or+nand+nor            1               70
AOI/OAI and AO/OA          2              190
==> layer usage <==
metal / wire length [um] / up-vias / part of all wire
met5: 0 / - / 0
met4: 0 / 0 / 0
met3: 49 / 0 / 0.033
met2: 693 / 6 / 0.47
met1: 730 / 273 / 0.50
li1: - / 315 / -
==> synth_stat cells, drive strengths merged (2+ instances only) <==
master	n
ha	12
mux2i	11
inv	9
nor2	5
nand2	4
nand2b	4
buf	3
nor2b	3
a21o	2
a21oi	2
maj3	2
nor3b	2
o21a	2
xnor2	2
==> cells by family after synthesis <==
family | after synthesis | synth area share
AND/OR/NAND/NOR | 22 | 0.182
AND-OR/OR-AND | 15 | 0.203
adder cells (fa/ha/maj) | 15 | 0.295
buffers and inverters | 13 | 0.0911
multiplexers | 12 | 0.188
XOR/XNOR | 3 | 0.0407
==> cell type report <==
| class | instances | area [um2] | share of cell area |
|---|---|---|---|
| multi-input combinational | 67 | 587 | 0.670 |
| timing repair buffer | 20 | 195 | 0.223 |
| tap | 48 | 60.1 | 0.0686 |
| inverter | 9 | 33.8 | 0.0386 |
Power and IR drop assume default switching activity.
